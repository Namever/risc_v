[flow/constraint.sdc]
current_design clock_divider

set clk_period 8.6
set clk_io_pct 0.2

create_clock -name clk0 -period $clk_period [get_ports {clk}]

set non_clock_inputs [all_inputs -no_clocks]
set_input_delay [expr $clk_period * $clk_io_pct] -clock clk0 $non_clock_inputs
set_output_delay [expr $clk_period * $clk_io_pct] -clock clk0 [all_outputs]
[flow/config.mk]
export PLATFORM = sky130hd
export DESIGN_NAME = clock_divider
export DESIGN_NICKNAME = clock_divider
export VERILOG_FILES = /design/flow/design.v
export SDC_FILE = /design/flow/constraint.sdc
export NUM_CORES = 4
export LEC_CHECK = 1
export CORE_UTILIZATION = 50
[flow/run.sh]
#!/bin/bash
# OpenROAD 26Q1-2900-gdf79404cd8, Yosys 0.63+post, stock flow scripts
make -C /OpenROAD-flow-scripts/flow DESIGN_CONFIG=/design/flow/config.mk WORK_HOME=/design/flow/orfs finish
[flow/design.v]
`timescale 1ns/100ps
module clock_divider(
    input logic clk,
    input logic rst,
	input logic [31:0] DIVISOR,
    output logic clk_out
);
    logic [32:0] counter;
    always_ff @(posedge clk or posedge rst) begin
        if (rst) begin
            counter <= 0;
            clk_out <= 0;
        end else begin
            if (counter == (DIVISOR - 1)) begin
                counter <= 0;
                clk_out <= ~clk_out;
            end else begin
                counter <= counter + 1;
            end
        end
    end
endmodule
==> Changelog: implementation <==
## Implementation

* Post-synth cell types at between 40 and 50
* Share of cells above drive strength 1 at 0.0401
* Clk pwr share at 0.339
* Post-synth area from yosys stat at about 2700 µm²
* Pint at 241 µW
* Gr usage total at 0.228
* Tcrit/Tclk final at 0.597
* Post-synthesis cell count at 317
* Synth top area cells: dfrtp_1 32%, xnor2_1 16%, xor2_1 11%, nor2_1 7.4%, nand3_1 3.2%
* Post-cts gate resize count at 0
* Max-cap violations at 0
* Fmax achieved at slightly below 200 MHz
* P&R area growth vs syn at 17.4%
* Final min period at 5.14 ns
* CTS root buf: clkbuf_8
* Main flop type: dfrtp_1
* Vias in the first global route at a little under 2000
* Worst reg2reg path depth at 9
* Detailed router's first-iteration violation count at roughly 95
* Setup TNS at 0 ns
* Die width at approximately 75 µm
* Yosys Instances at 317
* Total CTS buffers at 5
* Antenna cell count at 0
* Startpoint types: primary input
* First-pass GRT wire length at ~9.4 mm
* Part of the power in registers at 0.505
* Chip area at between 5000 and 6000 µm²
* Most numerous cell in the Yosys netlist: nor2_1
* Port Buf Inserts at 34
* R2R Path Start: counter[18]
* Die Y at ~75 µm
* Final setup fails at 0
* Worst slew margin at 0.612
* Hold Path End: clk_out
* Worst-Skew Late Latency at between 0.2 and 0.3 ns
* H-tree depth at 2
* Post-CTS Hold Buffers at 0
* Worst min-delay path category: register to register
* Flip-flops with a built-in enable at 0
* # Post-CTS Setup Buffers at 0
* Logic pwr share at 0.156
* Vias/cell at about 5.4
* Fp util at 0.522
* Area of the core at 5140 µm²
* Global route overflow at 0
* OpenROAD warnings at 26
* Io pins at 35
* P_sw at roughly 76 µW
* Least-Margin Pin Slew at around 0.58 ns
* Largest area contributor in the netlist: dfrtp_1
* Vias at 2272
* Clock slew at reported path FFs at approximately 0.060 ns
* Post-route antenna net violation count at 0
* Worst Path Required at around 8.8 ns
* Final hold violations at 0
* Leak Pwr at approximately 0.0012 µW
* Outcome: complete, no violations
* Mean Syn Cell Area at about 8.5 µm²
* Asr flop ratio synth at 1.00
* First drt pass iteration count at 4
* Syn. warnings at 1
* Gpl congestion at approximately 0.94
* Power, Total at around 320 µW
* Unrepaired setup endpoints after global routing: false
* Sink Count at 34
* Critical Path AT at approximately 5.3 ns
* Synth Seq Share at 0.317
* Top cell area share at 0.317
* Top cells by count: 53 x nor2_1, 49 x xnor2_1, 34 x dfrtp_1, 33 x xor2_1
* Crit path max fanout at 34
* Reg-to-reg endpoint: clk_out
* Final slew viol count at 0
* # rows at 26
* Total wire length at approximately 6.0 mm
* Reg2Reg Setup Slack at around 5.8 ns
* Hold path depth at 1
* CP Capture Type: register
* CTS tree: built
* Max VDD drop at 0.0961 mV
* Switch share at 0.239
* Initial antenna violation count at 0
* WL/cell at roughly 14 µm
* Drc violations at 0
* Clk buf depth at 2
* Ys flops at 34
* Synth Cell Area at between 2000 and 3000 µm²
* CP Class: primary input to register
* Min-delay src: clk_out
* Power Dens Cells at 100 nW/µm²
* Final Skew at 0.00518 ns
* Largest net degree at the start of global routing at 35
* DP HPWL at around 4.6 mm
-- worst max-delay path, stage by stage --
cell and delay, ns:
clkdlybuf4s50_1 0.48, inv_1 0.09, ha_1 0.22, or3b_1 0.51, or3_1 0.40, nor3_2 0.15
xnor2_1 0.08, a311o_1 0.34, or4_4 0.50, a2111oi_4 0.29, buf_4 0.39, xor2_1 0.17
-- flip-flops by register name, summed over array words and instances, names as in the netlist --
register  count
clk_out       1
counter      33
-- cells in the final DEF (no fill, tap or decap), drive strengths merged, types with 3 or more instances in the layout --
cell type      count
inv                6
clkbuf             7
or3                9
dfrtp             34
nand3b             4
nand4             12
a31oi              3
clkdlybuf4s50     34
nand2             17
nor2              53
xnor2             49
nor3              18
or4                5
nor4              11
xor2              33
nand3             17
-- through the flow --
| stage | setup slack, ns | cell area, µm² | utilization | instances | hold WS [ns] |
|---|---|---|---|---|---|
| floorplan | 3.99 | 2690 | - | 317 | 0.420 |
| global placement | 3.19 | 3080 | 0.598 | 412 | 0.460 |
| detailed placement | 3.18 | 3080 | 0.598 | 412 | 0.466 |
| CTS | 3.47 | 3150 | 0.613 | 419 | 0.479 |
| global route | 3.22 | 3150 | 0.613 | 419 | 0.489 |
| finish | 3.46 | 3150 | 0.613 | 419 | 0.476 |
-- worst max path at each step --
stage / end / slack (ns) / cells past startpoint / startpoint
CTS: clk_out / 3.47 / 11 / DIVISOR[0]
global route: counter[25] / 3.22 / 11 / DIVISOR[0]
finish: clk_out / 3.46 / 12 / DIVISOR[0]
-- cells by family after synthesis --
| kind of cell | share of synthesized area |
|---|---|
| AOI/OAI and AO/OA | 0.0713 |
| xor gates and xnor gates | 0.267 |
| adders and majority gates | 0.00932 |
| buffers and inverters | 0.0280 |
| DFF | 0.317 |
| and+or+nand+nor | 0.307 |
-- area by class of cell --
| cell class | instances | area [µm²] |
|---|---|---|
| clock buffers | 7 | 76.3 |
| fillers | 473 | 1990 |
| inverters | 6 | 22.5 |
| multi-input cells | 266 | 1760 |
| flip-flops and latches | 34 | 851 |
| well taps | 70 | 87.6 |
| repair buffers | 36 | 355 |
-- power groups by stage --
stage | clock, µW | combinational (µW) | sequential, µW
4_1_cts | 111 | 49.6 | 160
5_1_grt | 118 | 53.5 | 160
6_report | 107 | 49.3 | 160
-- layer usage --
| layer | routed length (µm) | GRT usage |
|---|---|---|
| met4 | 65 | 0.0226 |
| met5 | 0 | 0 |
| met1 | 3220 | 0.418 |
| met3 | 356 | 0.0312 |
| met2 | 2410 | 0.303 |
Power and IR drop assume default switching activity.
